## design/flow/run.sh

```bash
#!/bin/bash
# OpenROAD 26Q1-2900-gdf79404cd8, Yosys 0.63+post, stock flow scripts
make -C /OpenROAD-flow-scripts/flow DESIGN_CONFIG=/design/flow/config.mk WORK_HOME=/design/flow/orfs finish
```

## design/flow/config.mk

```make
export PLATFORM = sky130hd
export DESIGN_NAME = swish
export DESIGN_NICKNAME = swish
export VERILOG_FILES = /design/flow/design.v
export SDC_FILE = /design/flow/constraint.sdc
export NUM_CORES = 4
export LEC_CHECK = 1
export CORE_AREA = 10 10 70 70
export DIE_AREA = 0 0 80 80
```

## design/flow/constraint.sdc

```tcl
current_design swish

set clk_period 2.3
set clk_io_pct 0.2

create_clock -name clk0 -period $clk_period

set non_clock_inputs [all_inputs -no_clocks]
set_input_delay [expr $clk_period * $clk_io_pct] -clock clk0 $non_clock_inputs
set_output_delay [expr $clk_period * $clk_io_pct] -clock clk0 [all_outputs]
```

## design/flow/design.v

```verilog
package accelerator_common_pkg;
    parameter int ADDR_WIDTH = 32;            
    parameter int IDX_WIDTH  = 16;            
    parameter int DATA_WIDTH = 32;            
    parameter int ACT_WIDTH  = 8;             
    parameter int WEIGHT_WIDTH = 8;           
    parameter int PSUM_WIDTH = 32;            
    parameter int ACTBUF_DEPTH   = 8192;      
    parameter int WGTBUF_DEPTH   = 8192;      
    parameter int PSUMBUF_DEPTH  = 16384;     
    parameter int NUM_BANKS      = 4;         
    parameter int SA_SIZE        = 64;        
    parameter int SA_ROWS        = 16;        
    parameter int SA_COLS        = 16;
    typedef logic [ADDR_WIDTH-1:0] addr_t;    
    typedef logic [IDX_WIDTH-1:0]  idx_t;     
    typedef logic [7:0]   byte_t;             
    typedef logic [15:0]  word_t;             
    typedef logic [31:0]  dword_t;            
    typedef logic [63:0]  qword_t;            
    typedef logic signed [7:0]   sbyte_t;     
    typedef logic signed [15:0]  sword_t;     
    typedef logic signed [31:0]  sdword_t;    
    typedef enum logic [1:0] {
        OP_REGULAR_CONV  = 2'b00,   
        OP_POINTWISE     = 2'b01,   
        OP_DEPTHWISE     = 2'b10,   
        OP_MATMUL        = 2'b11    
    } op_mode_t;
    typedef enum logic [3:0] {
        LAYER_CONV3X3       = 4'b0000,   
        LAYER_CONV1X1       = 4'b0001,   
        LAYER_DWCONV3X3     = 4'b0010,   
        LAYER_MV2_BLOCK     = 4'b0011,   
        LAYER_MATMUL_Q      = 4'b0100,   
        LAYER_MATMUL_K      = 4'b0101,   
        LAYER_MATMUL_V      = 4'b0110,   
        LAYER_MATMUL_QKT    = 4'b0111,   
        LAYER_MATMUL_ATTN_V = 4'b1000,   
        LAYER_GLOBAL_POOL   = 4'b1001,   
        LAYER_FC            = 4'b1010,   
        LAYER_MVB           = 4'b1011    
    } layer_type_t;
    typedef enum logic [1:0] {
        BUF_ACTBUF_A = 2'b00,   
        BUF_ACTBUF_B = 2'b01,   
        BUF_WGTBUF   = 2'b10,   
        BUF_PSUMBUF  = 2'b11    
    } buffer_id_t;
    typedef enum logic [1:0] {
        SA_TYPE_16X64 = 2'b00,   
        SA_TYPE_32X32 = 2'b01,   
        SA_TYPE_64X16 = 2'b10,   
        SA_TYPE_16X16 = 2'b11    
    } sa_type_t;
    typedef struct packed {
        logic [31:0] dram_addr;       
        logic [15:0] sram_addr;       
        logic [15:0] length;          
        logic [15:0] stride;          
        logic [111:0] reserved1;      
        logic [15:0] tile_h;          
        logic [15:0] tile_w;          
        logic [15:0] c_in;            
        logic [7:0]  flags;           
        logic [7:0]  reserved2;       
    } descriptor_t;
    parameter int FLAG_IS_WEIGHT     = 0;   
    parameter int FLAG_IS_LAST_TILE  = 1;   
    parameter int FLAG_ENABLE_BN     = 2;   
    parameter int FLAG_ENABLE_SWISH  = 3;   
    parameter int FLAG_ENABLE_LN     = 4;   
    parameter int FLAG_TRANSPOSE     = 5;   
    parameter int FLAG_ACCUMULATE    = 6;   
    parameter int FLAG_WRITEBACK     = 7;   
    parameter addr_t NULL_ADDR = 32'hFFFF_FFFF;   
    parameter int AXI_ADDR_WIDTH = 32;
    parameter int AXI_DATA_WIDTH = 64;    
    parameter int AXI_ID_WIDTH   = 4;
    parameter int AXI_USER_WIDTH = 1;
endpackage : accelerator_common_pkg
module swish #(
    parameter WIDTH = 8,  
    parameter USE_SHIFT_ADD = 0  
)(
    input  signed [WIDTH-1:0] x,
    output reg signed [WIDTH-1:0] y
);
    localparam signed [WIDTH-1:0] THREE = 3;
    localparam signed [WIDTH-1:0] SIX   = 6;
    wire signed [WIDTH-1:0] x_plus3;;
    wire signed [WIDTH-1:0] relu6_val;
    assign x_plus3 = x + THREE;
    assign relu6_val =(x_plus3 < 0)   ? 0   :(x_plus3 > SIX) ? SIX :x_plus3;
    generate
        if (USE_SHIFT_ADD == 0) begin : exact_div
            always_comb begin
                y = (x * relu6_val) / 6;
            end
        end else begin : shift_add
            always_comb begin
                y = x * ((relu6_val >>> 3) + (relu6_val >>> 5));
            end
        end
    endgenerate
endmodule
```

==> notes.md <==
run results: status=stopped before the end, last stage reached=3_1_place_gp_skip_io, Stop Error=[ERROR GPL-0301] Utilization 158.110 % exceeds 100%., row count=21, sequential area share after synthesis=0%, Top cells by area=fa_1 20%, ha_1 10%, inv_1 7.4%, Synth Area per Inst=7.890 µm², Syn Inst Count=582, cell taking the most area after synthesis=fa_1, Yosys chip area=4592 µm², Initial Util=134.4%, die height=80 µm, cell total in the yosys stat output=582, cell with the most instances after synthesis=inv_1, Die Wd=80 µm, Area leader share=20.05%, yosys warns=1, Distinct cells, synth=93, Post-synth top cells=90 x inv_1, 46 x fa_1, 38 x nor2_1, Post-Syn Area=4592 µm²
cells by family after synthesis:
kind of cell,synth area share [%]
AOI/OAI and AO/OA,28.56
xor gates and xnor gates,8.365
adders and majority gates,30.14
buffers and inverters,8.883
other,0.1635
muxes,1.362
and+or+nand+nor,22.53
